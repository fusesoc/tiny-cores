==> /design/flow/design.v <==
`timescale 1ns / 1ps
(* altera_attribute = "-name AUTO_SHIFT_REGISTER_RECOGNITION OFF" *)
(* shreg_extract = "no" *)
module piso #(
    parameter WIDTH      = 50,
    parameter EXTRA_BITS = 25
)
(
    input              clk,
    input              load,
    input  [WIDTH-1:0] data_in,
    output             data_out
);
    initial
    begin
        if ((WIDTH < 1) || (EXTRA_BITS < 0)) begin
            $display("Illegal parameter values WIDTH=%d, EXTRA_BITS=%d", WIDTH, EXTRA_BITS);
            $finish();
        end
    end
    localparam SR_WIDTH = WIDTH+EXTRA_BITS;
    reg [SR_WIDTH-1:0] data;
    assign data_out = data[SR_WIDTH-1];
    always @(posedge clk) begin
        if(load)
	        data[WIDTH-1:0] <= data_in;
        else if (SR_WIDTH > 1)
	        data <= {data[SR_WIDTH-2:0], 1'b0};
    end
endmodule
==> /design/flow/run.sh <==
#!/bin/bash
# OpenROAD 26Q1-2900-gdf79404cd8, Yosys 0.63+post, stock flow scripts
make -C /OpenROAD-flow-scripts/flow DESIGN_CONFIG=/design/flow/config.mk WORK_HOME=/design/flow/orfs finish
==> /design/flow/config.mk <==
export PLATFORM = sky130hd
export DESIGN_NAME = piso
export DESIGN_NICKNAME = piso
export VERILOG_FILES = /design/flow/design.v
export SDC_FILE = /design/flow/constraint.sdc
export NUM_CORES = 4
export LEC_CHECK = 1
export CORE_UTILIZATION = 50
==> /design/flow/constraint.sdc <==
current_design piso

set clk_period 1.4
set clk_io_pct 0.2

create_clock -name clk0 -period $clk_period [get_ports {clk}]

set non_clock_inputs [all_inputs -no_clocks]
set_input_delay [expr $clk_period * $clk_io_pct] -clock clk0 $non_clock_inputs
set_output_delay [expr $clk_period * $clk_io_pct] -clock clk0 [all_outputs]
==> results.ini <==
[outcome]
status = finished clean

[critical_path]
cp_num_buf_inv = 1
worstReg2RegStart = data[40]
critPathLaunch = data[74]
worstPathArrival_ns = 0.95
start_kind = flop
cp_slowest_cell = edfxtp_1
path_cells = dlygate4sd2_1
max_stage_delay_ns = 0.38
crit_type = reg2out
critPathTopFamily = flip-flops
critPathCapture = data_out
critPathMaxFanout = 1
reg2reg_depth = 1
reg2reg_to = data[41]
end_kind = output port
critPathRequiredTime_ns = 1.12
r2r_slack_ns = 0.71
worst-path-stages = 1

[global_route]
gr-total-overflow = 0
antenna_found_initial = 0
first_global_vias = 1183
grt_max_degree = 26
grt_use_total_pct = 13.9
grt_pass1_wl_um = 5410

[sta]
drv_slew = 0
rsz0062_at_grt = false
tightest_slew_ns = 0.474
period_used_pct = 88.2
hold_slack_ns = 0.410
max_slew_margin_pct = 68.4
fmax_mhz = 810
hold_violations = 0
finalSetupTns_ns = 0
period_minus_slack_ns = 1.23
finalSetupViolCount = 0
fin_skew_ns = 0.00593

[floorplan]
die_h_um = 74.1
fp-utilization_pct = 53.6
num_rows = 25
die_area_um2 = 5490
coreArea_um2 = 4850
io_pins = 53
die_w_um = 74.1

[yosys]
synthAdderAreaFrac_pct = 0
mux_share_pct = 28.2
top_cells_by_area = dfxtp_1 38%, edfxtp_1 29%, mux2_4 28%
ys_sh_simple_pct = 0.241
yosys-stat-cells = 132
synthXorXnorAreaFrac_pct = 0
logic_family = multiplexers
yosys.stat.seqShare_pct = 67.4
syn-cell-area_um2 = 2600
synth_top_area_share_pct = 38.5
synth.distinct_cells = 9
netlist_instances = 132
largest_area_cell = dfxtp_1
syn-mean-instance-area_um2 = 19.7
ys.flops = 75
ys_chip_area_um2 = 2600
aoi_share_pct = 0
yosysWarningCount = 1

[drt]
wl_per_cell_um = 12.6
dr.first_iter.drc_count = 24
via_count = 1193
drc = 0
routed_via_density = 4.52
firstDrtPassIters = 2
n_antenna_cell = 0
wl_um = 3330
ant_nets = 0

[cts]
cts_root_buf = clkbuf_8
clkSinkCount = 75
cts.path.max_buffers = 2
cts_tree = done
post_cts_buffers = 0
path_clk_slew_ns = 0.08
numCtsBuffers = 9
clock.latency.late_pin_ns = 0.33
cts_htree_levels = 3

[flow_run]
warnings = 26
drv_cap = 0

[power]
power_mw = 4.41
ir_drop_v = 0.000920
p_leak_nw = 1.38
p_per_area_nw_per_um2 = 1330

[finish]
fillCellCount = 341
final_util_pct = 68.3
final-comb-area_um2 = 738
largestRegisters = data: 75 flops
final_layout_size_suffix_gt1_share_pct = 35.5
top_register = data
flop_area_um2 = 1750
largest_reg_flops = 75
syn2layout_area_growth_pct = 27.4

[worst_hold_path]
min_path_type = reg2reg

[place]
port_buffers = 52
place_hpwl_um = 2110
gp_congestion = 0.723

==> worst min path at each step <==
stage                     from       end  slack (ns)  cells after the start
after CTS             data[49]  data[50]        0.41                      0
after global routing  data[49]  data[50]        0.41                      0
final                 data[49]  data[50]        0.41                      0
==> synth_stat cells <==
cell      count
mux2_4       48
buf_8         1
edfxtp_1     25
buf_12        4
buf_6         1
and2_1        1
dfxtp_1      50
inv_1         1
mux2_2        1
==> cells in the final DEF (no fill, tap or decap), drive strengths merged <==
cell / netlist / final
inv: 1 / 3
clkinvlp: 0 / 3
edfxtp: 25 / 25
and2: 1 / 1
dfxtp: 50 / 50
clkbuf: 0 / 9
clkinv: 0 / 2
clkdlybuf4s50: 0 / 50
mux2: 49 / 49
buf: 6 / 4
dlygate4sd2: 0 / 1
==> timing repair <==
item / 4_1_cts / 5_1_grt
hold buffers: 0 / 0
resized: 1 / 0
setup endpoints to repair: 1 / 0
==> where the power goes <==
part	leakage, nW	switching, mW	internal [mW]
registers	0.667	0.0520	2.44
logic	0.625	0.105	0.339
clock network	0.0868	0.802	0.666
==> area by class of cell <==
class / instances / share of cell area [%]
Multi-Input combinational cell: 50 / 22.3
Clock buffer: 9 / 3.74
Clock inverter: 7 / 1.77
Tap cell: 67 / 2.53
Timing Repair Buffer: 55 / 16.6
Inverter: 1 / 0.227
Sequential cell: 75 / 52.9
==> cells by family after synthesis <==
kind of cell | Yosys count
mux | 49
flops | 75
simple gates | 1
buf+inv | 7
==> metrics by stage <==
stage / cells / setup slack [ns] / area [µm²]
finish: 264 / 0.166 / 3310
global route: 264 / 0.0783 / 3310
CTS: 264 / 0.127 / 3310
detailed placement: 248 / 0.0816 / 3130
global placement: 248 / 0.142 / 3130
floorplan: 132 / 0.117 / 2600
==> layer usage <==
| metal | global-route usage [%] | vias up | share of wire [%] |
|---|---|---|---|
| met3 | 5.49 | 5 | 7.7 |
| met5 | 0 | - | 0 |
| met1 | 22.5 | 551 | 49 |
| met4 | 2.14 | 0 | 1.6 |
| met2 | 19.5 | 48 | 42 |
| li1 | - | 589 | - |
Power is estimated from default activity; no workload was simulated.
