$ cat ./run.sh
#!/bin/bash
# OpenROAD 26Q1-2900-gdf79404cd8, Yosys 0.63+post, stock flow scripts
make -C /OpenROAD-flow-scripts/flow DESIGN_CONFIG=/design/flow/config.mk WORK_HOME=/design/flow/orfs finish
$ cat ./config.mk
export PLATFORM = sky130hd
export DESIGN_NAME = sipo
export DESIGN_NICKNAME = sipo
export VERILOG_FILES = /design/flow/design.v
export SDC_FILE = /design/flow/constraint.sdc
export NUM_CORES = 4
export LEC_CHECK = 1
export CORE_AREA = 10 10 311 311
export DIE_AREA = 0 0 321 321
$ cat ./constraint.sdc
current_design sipo

set clk_period 1.2
set clk_io_pct 0.2

create_clock -name clk0 -period $clk_period [get_ports {clk}]

set non_clock_inputs [all_inputs -no_clocks]
set_input_delay [expr $clk_period * $clk_io_pct] -clock clk0 $non_clock_inputs
set_output_delay [expr $clk_period * $clk_io_pct] -clock clk0 [all_outputs]
$ cat ./design.v
`timescale 1ns / 1ps
(* altera_attribute = "-name AUTO_SHIFT_REGISTER_RECOGNITION OFF" *)
(* shreg_extract = "no" *)
module sipo #(
    parameter WIDTH = 500
)
(
    input                  clk,
    input                  load,
    input                  data_in,
    output reg [WIDTH-1:0] data_out
);
    initial
    begin
        if (WIDTH < 1) begin
            $display("Illegal parameter value WIDTH=%d", WIDTH);
            $finish();
        end
    end
    generate
        if (WIDTH == 1)
            always @(posedge clk) begin
                if(load)
                    data_out <= data_in;
            end
        else
            always @(posedge clk) begin
                if(load)
                    data_out <= {data_out[0 +: WIDTH-1], data_in};
            end
    endgenerate
endmodule
==> results.py <==
# Generated from Yosys and OpenROAD reports
metrics = {
    "placement": {
        "dpl_cell_area_um2": 22170,
        "post-place-ws_ps": -165.9,
        "place.gp.congestion": 0.9011,
        "port_buffers": 502,
        "hpwlAfterDp_mm": 33.50,
    },
    "timing": {
        "setup_violations": 500,
        "fmax_mhz": 675.4,
        "tightestPinTransition_ps": 220.0,
        "worst_slack_ps": -280.7,
        "drv_slew": 0,
        "rsz0062_at_grt": "yes",
        "finalHoldViolations": 0,
        "finalClockSkew_ps": 11.23,
        "whs_ps": 86.72,
        "maxSlewHeadroom_pct": 85.34,
        "fin_crit_sh_pct": 123.4,
        "fin_crit_ps": 1481,
    },
    "clock_tree": {
        "clkSinkCount": 500,
        "cts_tree": "done",
        "cts-buffers-inserted": 52,
        "clkLatencyLatePin_ps": 600,
        "cts_hold_buf": 0,
        "path_clk_slew_ps": 60,
        "htreeDepth": 2,
        "clk_path_buf_depth": 3,
        "cts-root-buf": "clkbuf_16",
    },
    "worst_setup_path": {
        "worstPathRequired_ps": 960,
        "crit_chain": "buf_2",
        "rr_startpoint": "data_out[46]",
        "crit_path_start_kind": "register",
        "cpPeakStageDelay_ps": 480,
        "worstPathArrival_ps": 1240,
        "cp_top_family": "flip-flops",
        "slowest_stage": "edfxtp_1",
        "critPathKind": "reg -> out",
        "r2r_cells": 3,
        "path_max_fanout": 2,
        "reg2reg_setup_slack_ps": 100,
        "path_buffers": 1,
        "crit_path_end_kind": "primary output",
        "r2r_end": "data_out[47]",
    },
    "synth": {
        "ys_cells": 500,
        "mux_share_pct": 0,
        "area_leaders": "edfxtp_1 (100%)",
        "synth-xor-area-share_pct": 0,
        "top_area_cell": "edfxtp_1",
        "synth_seq_share_pct": 100.0,
        "synth-warning-count": 1,
        "aoi_share_pct": 0,
        "synth.distinct_cells": 1,
        "synth-simple-area-share_pct": 0,
        "fa_ha_area_share_pct": 0,
        "syn_area_um2": 15010,
        "synth.avg_cell_area_um2": 30.03,
        "syn_inst": 500,
        "ys_top_cells_by_count": "edfxtp_1 (500)",
        "yosys_most_used_dff": "edfxtp_1",
        "synthArstFlopShare_pct": 0,
        "synth.top_cell.area_share_pct": 100.0,
        "synth.most_common_cell": "edfxtp_1",
        "yosys_area_um2": 15010,
        "synth-edff-count": 500,
        "synth-seq-cells": 500,
    },
    "detailed_routing": {
        "ant_nets": 0,
        "wl_per_cell_um": 18.05,
        "vias": 8924,
        "first_pass_iters": 4,
        "drc": 0,
        "antenna_cells": 0,
        "drt_wl_total_mm": 47.67,
        "vias_per_cell": 3.379,
        "drtIter0Drc": 497,
    },
    "floorplanning": {
        "io_pins": 503,
        "initCoreUtil_pct": 16.68,
        "die_y_um": 321,
        "rows": 110,
        "die_width_um": 321,
        "fp.coreArea_um2": 90010,
        "chipArea_um2": 103000,
    },
    "global_route": {
        "grt_start_max_net_pins": 39,
        "gr-total-overflow": 0,
        "grtUsageTotal_pct": 8.777,
        "grt_pass1_vias": 9747,
        "grt_pass1_wl_mm": 65.29,
        "antenna_found_initial": 1,
    },
    "pwr": {
        "ir_drop_v": 0.001253,
        "power_w": 0.04016,
        "p_leak_nw": 9.597,
        "power_density_nw_per_um2": 1688,
    },
    "min_path": {
        "hold_path_end": "data_out[197]",
        "min-delay-start": "load",
        "hold_depth": 2,
        "hold_path_class": "in -> reg",
    },
    "final_layout": {
        "reg_top3": "data_out: 500 flops",
        "largest_reg_flops": 500,
        "drive_gt1_share_pct": 64.78,
        "comb_cells": 0,
        "flop_area_um2": 15010,
        "n_fill_cell": 8978,
        "layout.area.comb_um2": 0,
        "largest_register": "data_out",
        "stdcell_area_um2": 23790,
        "syn2layout_area_growth_pct": 58.43,
        "utilization_pct": 26.43,
    },
    "job": {
        "warnings": 27,
        "drv_cap": 0,
    },
    "status": {
        "violations": "negative setup slack",
        "status": "complete, but fails checks",
    },
}
-- worst max-delay path by stage --
stage	start	end	slack, ps	cells past startpoint
4_1_cts	data_out[230]	data_out[230]	-360	1
5_1_grt	data_out[34]	data_out[34]	-370	2
6_report	data_out[230]	data_out[230]	-280	1
-- per-stage QoR --
stage	setup TNS, ps	std cells
finish	-84460	2641
global route	-121560	2641
CTS	-118580	2566
detailed placement	-443.8	2244
global placement	-501.7	2244
floorplan	0	500
-- repair_timing --
| item | in CTS | in global routing |
|---|---|---|
| pin swaps | 0 | 0 |
| buffers inserted | 226 | 75 |
| resized | 1690 | 1 |
| hold endpoints to repair | 0 | 0 |
| cloned | 0 | 0 |
| setup endpoints to repair | 500 | 500 |
-- layout make-up --
cell class	instances	area share, %
clock inverters	34	1.852
repair buffers	869	23.03
clock buffers	62	5.807
flip-flops and latches	500	63.12
well taps	1176	6.186
-- power by group --
group / switching (W) / internal (W) / total (W) / leakage (nW)
registers: 0.000518 / 0.0204 / 0.0209 / 4.89
logic: 0.000950 / 0.00135 / 0.00230 / 3.81
clock network: 0.00677 / 0.0102 / 0.0170 / 0.890
-- routing by layer --
layer	GRT usage [%]	vias to the layer above	part of all wire (%)
li1	-	3908	-
met1	9.014	4232	34
met2	12.37	716	41
met3	8.701	68	21
met4	2.430	0	3.0
met5	0	-	0
-- placed cells by master, fill, tap and decap left out --
cell / count
buf_12: 13
buf_2: 494
buf_4: 355
buf_6: 5
buf_8: 1
bufinv_16: 9
clkbuf_1: 8
clkbuf_16: 54
clkdlybuf4s50_1: 1
clkinv_1: 7
clkinv_2: 8
clkinv_4: 3
clkinv_8: 2
clkinvlp_4: 1
edfxtp_1: 500
inv_6: 3
inv_8: 1
-- cells by family (layout without fill, tap and decap cells) --
family | count (synthesis) | after routing
flops | 500 | 500
buf+inv | 0 | 965
Power and IR drop assume default switching activity.
