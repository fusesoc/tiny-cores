===== design/flow/run.sh =====
#!/bin/bash
# OpenROAD 26Q1-2900-gdf79404cd8, Yosys 0.63+post, stock flow scripts
make -C /OpenROAD-flow-scripts/flow DESIGN_CONFIG=/design/flow/config.mk WORK_HOME=/design/flow/orfs finish

===== design/flow/config.mk =====
export PLATFORM = sky130hd
export DESIGN_NAME = tc
export DESIGN_NICKNAME = tc
export VERILOG_FILES = /design/flow/design.v
export SDC_FILE = /design/flow/constraint.sdc
export NUM_CORES = 4
export LEC_CHECK = 1
export CORE_AREA = 10 10 94 94
export DIE_AREA = 0 0 104 104

===== design/flow/constraint.sdc =====
current_design tc

set clk_period 3.9
set clk_io_pct 0.2

create_clock -name clk0 -period $clk_period [get_ports {clk}]

set non_clock_inputs [all_inputs -no_clocks]
set_input_delay [expr $clk_period * $clk_io_pct] -clock clk0 $non_clock_inputs
set_output_delay [expr $clk_period * $clk_io_pct] -clock clk0 [all_outputs]

===== design/flow/design.v =====
module tc (
	input 			   clk,
	input 			   rst,
	input [16:0] 		   wb_adr_i,
	input [31:0] 		   wb_dat_i,
	input [3:0] 		   wb_sel_i,
	input 			   wb_we_i,
	input 			   wb_cyc_i,
	input 			   wb_stb_i,
	input [2:0] 		   wb_cti_i,
	input [1:0] 		   wb_bte_i,
	output [31:0] 		   wb_dat_o,
	output reg		   wb_ack_o,
	output 			   wb_err_o,
	output 			   wb_rty_o
);
reg [31:0] tc;
always @(posedge clk)
	if (rst)
		tc <= 0;
	else
		tc <= tc + 1;
assign wb_dat_o = tc;
always @(posedge clk)
	wb_ack_o <= wb_cyc_i & wb_stb_i & !wb_ack_o;
assign wb_err_o = 0;
assign wb_rty_o = 0;
endmodule

==> GITHUB_STEP_SUMMARY <==
### Yosys + OpenROAD results

| Metric | Value |
|---|---|
| Chip Area, Yosys | around 0.0015 mm^2 |
| GRT Total Usage | about 7% |
| Floorplan Utilization | about 22% |
| Layout cells sized above 1 | 6.05% |
| Core Footprint | slightly below 0.007 mm^2 |
| Buffer count from post-CTS setup fixing | 0 |
| IO Count | ~98 |
| Width of the die | 104 um |
| Tcrit/Tclk final | a little under two thirds |
| Hold-fix buffers, CTS | 0 |
| Placed Cells incl. Taps | just over 300 |
| CTS tree | yes |
| Max-area cell share | 43.7% |
| # Max-Cap Violations | 0 |
| HP Class | register to register |
| Final setup violating endpoints | 0 |
| Worst Tran Pin Value | 0.624 ns |
| # Cells Yosys | 178 |
| Drt total wl | ~3800 um |
| Cell Type Count | 29 |
| Biggest area cells | dfxtp_1, xnor2_1, a21oi_1, nor2_1, nand4_1 |
| Pins over their slew limit | 0 |
| Async set-or-reset flop fraction in the synthesized netlist | 0% |
| Slew HR | between 50% and 60% |
| Num CTS Buffers | 5 |
| Power per cell area | ~300 mW/mm^2 |
| Filler cells | approximately 730 |
| CP required | 4.11 ns |
| Non-Filler Instances | between 300 and 400 |
| Largest net degree at the start of global routing | 19 |
| Total tool warning count | 84 |
| Critical Path Sink | tc[26] |
| Critical path fanouts, max | 16 |
| Via count of the first global-routing pass | 1,326 |
| Clock slew at reported path FFs | 0.07 ns |
| Storage cell area | 661 um^2 |
| Status | finished, final reports clean |
| Clk root buf | clkbuf_8 |
| H-tree depth | 2 |
| Critical path capture point type | register |
| FF-to-FF Start | tc[0] |
| Total clock sinks | 33 |
| Setup TNS | 0 ns |
| R2R setup slack | ~1.4 ns |
| Worst Reg-to-Reg Cells | 5 |
| Grt ovf | 0 |
| DR iter-0 viols | 70 |
| First-pass DRT Iterations | 4 |
| Remaining antenna violation count | 0 |
| Worst Skew | 0.00339 ns |
| Area leader, netlist | dfxtp_1 |
| DR vias | approximately 1,400 |
| Crit Path Class | register to register |
| Hpwl dp | 2700 um |
| Port buffer count | 36 |
| Synth Area per Inst | between 8 and 9 um^2 |
| Commonest cells post-synth | dfxtp_1, nor2_1, a21oi_1 |
| Synth Cell Area | 0.00151 mm^2 |
| Drt wl/cell | 12.2 um |
| Mean number of vias per cell | ~4.5 |
| Comb area | between 700 and 800 um^2 |
| Initial antenna violation count | 0 |
| Synth top cell by count | dfxtp_1 |
| Min cycle time layout | around 2.5 ns |
| Leak | slightly above 0.6 nW |
| Global-route wire length before repair | 6400 um |
| Reg2reg end | tc[26] |
| Chip Area | 0.0108 mm^2 |
| Diodes inserted | 0 |
| Clock latency (worst-skew pair) | between 0.2 and 0.3 ns |
| Seq/Total Area, Yosys | between 40% and 50% |
| CTS-repair resized insts | 0 |
| Post-synth EDFFs | 0 |
| CP Launch Point | tc[0] |
| Ys Warns | 1 |
| Synthesized registers | 33 |
| # rows | 30 |
| Final Hold Fails | 0 |
| Routability Congestion | approximately 0.76 |
| VDD IR max | about 0.12 mV |
| Post-Syn Instances | 178 |
| Clock Path Buffers | 2 |
| Crit path launch type | register |
| WP data arrival | roughly 2.7 ns |
| Fmax | around 0.4 GHz |
| Area delta synth->final | 35.1% |
| Synth Flop Type | dfxtp_1 |
| DRC viols | 0 |
| RSZ-0062 raised after global routing | no |
| Die Y | roughly 100 um |
## metal layers
metal / up-vias / track usage, % / wire length (um) / share of wire [%]
li1: 716 / - / - / -
met1: 631 / 9.81 / 1860 / 49
met2: 47 / 9.73 / 1530 / 40
met3: 3 / 3.38 / 390 / 10
met4: 0 / 0.795 / 17 / 0.45
met5: - / 0 / 0 / 0
## area by class of cell
cell class	instances	share of cell area, %
Multi-Input combinational cell	131	38.6
Timing Repair Buffer	37	18.0
Tap cell	96	5.88
Clock inverter	2	0.490
Sequential cell	33	32.4
Inverter	6	1.10
Clock buffer	6	3.55
## layout by cell type, fill, tap and decap left out
cell / n
nor4_1: 3
mux2_2: 1
nor3_1: 7
o21a_1: 1
o21ai_0: 9
nand2b_1: 1
dfxtp_1: 33
nor2b_1: 2
xnor2_1: 11
clkinv_2: 2
nor2_1: 18
buf_4: 1
nand4_2: 2
clkdlybuf4s50_1: 36
conb_1: 2
clkbuf_1: 1
clkbuf_8: 5
inv_1: 6
ha_1: 1
a21oi_1: 15
xor2_1: 2
a31o_2: 1
o21ba_2: 1
nand2_1: 9
o31ai_1: 5
nand3_1: 9
and2_1: 1
or3_1: 9
nand4_1: 9
and4_1: 5
or4_1: 7
## state kept, by name (all words and copies together), names as in the netlist
signal,flops
wb_ack_o,1
tc,32
## worst min-delay path by stage
| stage | from | endpoint | slack (ns) | depth (start not counted) |
|---|---|---|---|---|
| CTS | wb_ack_o | wb_ack_o | 0.42 | 1 |
| global route | wb_ack_o | wb_ack_o | 0.45 | 1 |
| finish | wb_ack_o | wb_ack_o | 0.42 | 1 |
## worst max-delay path, cell delays in order (launching register included)
cell and delay [ns]:
dfxtp_1 0.45, ha_1 0.27, nand4_2 0.21, or4_1 0.76, or4_1 0.58, a21oi_1 0.14
## per-stage QoR
step                setup WS, ns  util (%)  cell area [um^2]  hold slack [ns]  total power [mW]
global placement            1.41      28.7              1960            0.400             0.373
detailed placement          1.41      28.7              1960            0.401             0.373
finish                      1.41      29.9              2040            0.416             0.611
global route                1.22      29.9              2040            0.449             0.634
CTS                         1.39      29.9              2040            0.417             0.619
floorplan                   1.83         -              1520            0.366             0.361
## power by group
part	switching [mW]	total [mW]	internal, mW
Combinational	0.00827	0.0195	0.0112
Sequential	0.00498	0.345	0.340
Clock	0.123	0.246	0.124
Total	0.136	0.611	0.475
## kinds of logic after synthesis
family,share of synthesized area [%]
xor+xnor,7.53
fa+ha+maj,0.828
other cells,0.248
mux,0.745
simple gates,30.4
buf+inv,4.39
flops,43.7
compound gates,12.2
Power and IR drop assume default switching activity.
